==> design.v <==
module adder #(parameter N = 4) (
    input  wire [N-1:0] A,
    input  wire [N-1:0] B,
    output wire [N-1:0] SUM,
    output wire CARRY_OUT
);
    wire [N:0] carry;
    assign carry[0] = 1'b0;
    genvar i;
    generate
        for (i = 0; i < N; i = i + 1) begin : gen_fulladder
            wire axb;
            xor x1(axb, A[i], B[i]);
            xor x2(SUM[i], axb, carry[i]);
            wire aandb, bandc, a_and_c;
            and g1(aandb, A[i], B[i]);
            and g2(bandc, B[i], carry[i]);
            and g3(a_and_c, A[i], carry[i]);
            or  g4(carry[i+1], aandb, bandc, a_and_c);
        end
    endgenerate
    assign CARRY_OUT = carry[N];
endmodule
module balance_reg (
    input  wire       clk,
    input  wire       reset,        
    input  wire       add_en,       
    input  wire [3:0] add_value,    
    input  wire       clear_en,     
    output reg  [3:0] balance
);
    wire [3:0] sum_next;
    wire carry_out_unused;
    adder u_adder (
        .A(balance),
        .B(add_value),
        .SUM(sum_next),
        .CARRY_OUT(carry_out_unused)
    );
    always @(posedge clk) begin
        if (reset) begin
            balance <= 4'd0;
        end else if (clear_en) begin
            balance <= 4'd0;
        end else if (add_en) begin
            balance <= sum_next;
        end else begin
            balance <= balance;
        end
    end
endmodule
module change_calc (
    input  wire [3:0] balance,
    input  wire [3:0] price,
    input  wire       refund_mode,  
    output wire [3:0] change
);
    wire [3:0] diff;
    wire borrow_out;
    subtractor u_sub (
        .A(balance),
        .B(price),
        .DIFF(diff),
        .BORROW_OUT(borrow_out)
    );
    wire ge = ~borrow_out;
    wire [3:0] vend_change;
    assign vend_change = ge ? diff : 4'd0;
    wire [ (2**1)*4 - 1 : 0 ] data_bus;
    assign data_bus = { balance, vend_change };  
    mux #(1,4) u_mux_change (
        .sel(refund_mode),
        .data(data_bus),
        .out(change)
    );
endmodule
module coin_decode (
    input  wire [1:0] coin,   
    output reg  [3:0] value
);
    always @* begin
        case (coin)
            2'b00: value = 4'd0;
            2'b01: value = 4'd1;
            2'b10: value = 4'd2;
            2'b11: value = 4'd5;
            default: value = 4'd0;
        endcase
    end
endmodule
module comparator #(parameter N = 4) (
    input  wire [N-1:0] A,
    input  wire [N-1:0] B,
    output wire [N-1:0] out
);
    wire eq;
    wire gt;
    assign eq = (A == B);
    assign gt = (A > B);
    generate
        if (N == 1) begin
            assign out = {  {N-1{1'b0}}, eq };
        end else begin
            assign out = { {N-2{1'b0}}, gt, eq };
        end
    endgenerate
endmodule
module decoder #(parameter N = 2) (
    input  wire [N-1:0] sel,
    output wire [(2**N)-1:0] out
);
    wire [N-1:0] sel_n;
    genvar i, j, k;
    generate
        for (i = 0; i < N; i = i + 1) begin : gen_inv
            not u_not(sel_n[i], sel[i]);
        end
    endgenerate
    generate
        for (i = 0; i < (2**N); i = i + 1) begin : gen_out
            wire [N-1:0] terms;
            for (j = 0; j < N; j = j + 1) begin : gen_terms
                if (((i >> j) & 1) == 1) begin
                    buf b_term(terms[j], sel[j]);
                end else begin
                    buf b_term_n(terms[j], sel_n[j]);
                end
            end
            if (N == 1) begin : gen_and1
                assign out[i] = terms[0];
            end else begin : gen_and_tree
                wire [N-1:0] and_stage;
                assign and_stage[0] = terms[0];
                for (k = 1; k < N; k = k + 1) begin : gen_andchain
                    and u_and(and_stage[k], and_stage[k-1], terms[k]);
                end
                assign out[i] = and_stage[N-1];
            end
        end
    endgenerate
endmodule
module mux #(parameter N = 2, parameter DATAW = 4) (
    input  wire [N-1:0] sel,
    input  wire [(2**N)*DATAW-1:0] data,
    output wire [DATAW-1:0] out
);
    wire [(2**N)-1:0] onehots;
    decoder #(N) dec(.sel(sel), .out(onehots));
    integer i, j;
    reg [DATAW-1:0] out_reg;
    always @(*) begin
        out_reg = {DATAW{1'b0}};
        for (i = 0; i < (2**N); i = i + 1) begin
            if (onehots[i]) begin
                out_reg = data[i*DATAW +: DATAW];
            end
        end
    end
    assign out = out_reg;
endmodule
module price_select (
    input  wire [1:0] select,
    output wire [3:0] price
);
    wire [3:0] p0 = 4'd5;
    wire [3:0] p1 = 4'd7;
    wire [3:0] p2 = 4'd10;
    wire [3:0] p3 = 4'd0;
    wire [(2**2)*4-1:0] data_bus;
    assign data_bus = { p3, p2, p1, p0 };  
    mux #(2,4) u_mux (
        .sel(select),
        .data(data_bus),
        .out(price)
    );
endmodule
module subtractor #(parameter N = 4) (
    input  wire [N-1:0] A,
    input  wire [N-1:0] B,
    output wire [N-1:0] DIFF,
    output wire BORROW_OUT
);
    wire [N-1:0] B_inv;
    genvar i;
    generate
        for (i = 0; i < N; i = i + 1) begin : gen_not
            not n(B_inv[i], B[i]);
        end
    endgenerate
    wire [N:0] carry;
    assign carry[0] = 1'b1; 
    generate
        for (i = 0; i < N; i = i + 1) begin : gen_fa
            wire axb;
            xor x1(axb, A[i], B_inv[i]);
            xor x2(DIFF[i], axb, carry[i]);
            wire aandb, bandc, a_and_c;
            and g1(aandb, A[i], B_inv[i]);
            and g2(bandc, B_inv[i], carry[i]);
            and g3(a_and_c, A[i], carry[i]);
            or  g4(carry[i+1], aandb, bandc, a_and_c);
        end
    endgenerate
    assign BORROW_OUT = ~carry[N];
endmodule
module vending_controller (
    input  wire       clk,
    input  wire       reset,
    input  wire [1:0] coin,      
    input  wire [1:0] select,    
    input  wire       cancel,
    output wire       dispense,
    output wire [3:0] change,    
    output wire [3:0] balance,   
    output wire       busy
);
    wire [3:0] price;
    wire [3:0] coin_value;
    wire add_en, clear_en, refund_mode;
    wire [3:0] change_calc_val;
    price_select u_price (.select(select), .price(price));
    coin_decode u_decode (.coin(coin), .value(coin_value));
    balance_reg u_balance (
        .clk(clk),
        .reset(reset),
        .add_en(add_en),
        .add_value(coin_value),
        .clear_en(clear_en),
        .balance(balance)
    );
    wire [3:0] cmp_out;
    comparator #(4) u_cmp (.A(balance), .B(price), .out(cmp_out));
    wire balance_ge_price;
    assign balance_ge_price = (cmp_out[1] | cmp_out[0]);  
    change_calc u_change (
        .balance(balance),
        .price(price),
        .refund_mode(refund_mode),
        .change(change_calc_val)
    );
    wire change_nonzero;
    assign change_nonzero = (cmp_out[1]);  
    vending_fsm u_fsm (
        .clk(clk),
        .reset(reset),
        .coin(coin),
        .cancel(cancel),
        .ge(balance_ge_price),
        .change_nonzero(change_nonzero),
        .add_en(add_en),
        .clear_en(clear_en),
        .refund_mode(refund_mode),
        .dispense(dispense),
        .busy(busy)
    );
    assign change = change_calc_val;
endmodule
module vending_fsm (
    input  wire       clk,
    input  wire       reset,         
    input  wire [1:0] coin,          
    input  wire       cancel,
    input  wire       ge,            
    input  wire       change_nonzero,
    output reg        add_en,        
    output reg        clear_en,      
    output reg        refund_mode,   
    output reg        dispense,      
    output reg        busy
);
    typedef enum reg [2:0] {
        IDLE            = 3'd0,
        ACCEPT_COINS    = 3'd1,
        CHECK_BALANCE   = 3'd2,
        DISPENSE        = 3'd3,
        RETURN_CHANGE   = 3'd4,
        CANCEL_STATE    = 3'd5
    } state_t;
    reg [2:0] state, next;
    wire coin_present = (coin != 2'b00);
    always @(posedge clk) begin
        if (reset) state <= IDLE;
        else state <= next;
    end
    always @* begin
        add_en = 1'b0;
        clear_en = 1'b0;
        refund_mode = 1'b0;
        dispense = 1'b0;
        busy = 1'b1;
        next = state;
        case (state)
        IDLE: begin
            busy = 1'b0;
            if (cancel) begin
                next = IDLE;
            end else if (coin_present) begin
                add_en = 1'b1;
                next = CHECK_BALANCE;
            end else begin
                next = IDLE;
            end
        end
        ACCEPT_COINS: begin
            if (cancel) next = CANCEL_STATE;
            else if (coin_present) begin
                add_en = 1'b1;
                next = CHECK_BALANCE;
            end else next = ACCEPT_COINS;
        end
        CHECK_BALANCE: begin
            if (cancel) next = CANCEL_STATE;
            else if (ge) next = DISPENSE;
            else next = ACCEPT_COINS;
        end
        DISPENSE: begin
            dispense = 1'b1;
            if (change_nonzero) begin
                refund_mode = 1'b0;  
                next = RETURN_CHANGE;
            end else begin
                clear_en = 1'b1;  
                next = IDLE;
            end
        end
        RETURN_CHANGE: begin
            clear_en = 1'b1;
            next = IDLE;
        end
        CANCEL_STATE: begin
            refund_mode = 1'b1;
            clear_en = 1'b1;
            next = IDLE;
        end
        default: next = IDLE;
        endcase
    end
endmodule
==> run.sh <==
#!/bin/bash
# OpenROAD 26Q1-2900-gdf79404cd8, Yosys 0.63+post, stock flow scripts
make -C /OpenROAD-flow-scripts/flow DESIGN_CONFIG=/design/flow/config.mk WORK_HOME=/design/flow/orfs finish
==> config.mk <==
export PLATFORM = sky130hd
export DESIGN_NAME = vending_controller
export DESIGN_NICKNAME = vending_controller
export VERILOG_FILES = /design/flow/design.v
export SDC_FILE = /design/flow/constraint.sdc
export NUM_CORES = 4
export LEC_CHECK = 1
export CORE_AREA = 10 10 77 77
export DIE_AREA = 0 0 87 87
==> constraint.sdc <==
current_design vending_controller

set clk_period 2.9
set clk_io_pct 0.2

create_clock -name clk0 -period $clk_period [get_ports {clk}]

set non_clock_inputs [all_inputs -no_clocks]
set_input_delay [expr $clk_period * $clk_io_pct] -clock clk0 $non_clock_inputs
set_output_delay [expr $clk_period * $clk_io_pct] -clock clk0 [all_outputs]
==> impl_metrics.tcl <==
# implementation run metrics
set metrics [dict create \
    outcome "finished, violations left" \
    violations "setup timing" \
    pwr-share-seq 0.302 \
    edf_count 0 \
    ys_sh_simple 0.169 \
    io_pins 17 \
    drt_first_pass_iters 4 \
    dp_cells 167 \
    dieHeight_um 87 \
    hpwl_mm 1.49 \
    adder_share 0.264 \
    vias 713 \
    rsz0062_at_grt "yes" \
    cts_hold_buffers 0 \
    drive_above_1_share 0.402 \
    synth_cell_types 30 \
    yosysWarnings 5 \
    worstSetupStartpointType "primary input" \
    ys_sh_aoi 0.228 \
    finalNonFillerCells 174 \
    comb_power_share 0.365 \
    ir_drop_mv 0.141 \
    htree_num_levels 1 \
    clock_latency_ns 0.23 \
    drcViolationCount 0 \
    ys.flop_type "dfxtp_1" \
    finalSetupViolCount 4 \
    ys_sh_xor 0 \
    fp_util 0.185 \
    cts_root_buffer "clkbuf_8" \
    worstMarginPinSlew_ns 0.555 \
    clk_pin_slew_worst_paths_ns 0.05 \
    cts_tree "yes" \
    crit_type "in -> out" \
    fp.dieW_um 87 \
    syn_to_final_growth_pct 55.0 \
    antenna_found_initial 0 \
    syn_inst 90 \
    largest_reg_flops 6 \
    avgSynthCellArea_um2 8.97 \
    async_flop_share 0 \
    drt-initial-drc-count 22 \
    r2r.worst_path.cells 6 \
    top_logic_kind "adder cells" \
    mux_share 0 \
    antenna_left 0 \
    switchingPower_uw 137 \
    core_area_um2 4350 \
    p_leak_nw 0.501 \
    clockBufferDepth 2 \
    rows 24 \
    min_period_ns 3.30 \
    slew_headroom 0.629 \
    cp_data_required_time_ns 2.32 \
    grt_pass1_vias 694 \
    swShare 0.269 \
    endpoint_kind "output port" \
    routedWlPerCell_um 10.3 \
    p_int_uw 372 \
    portBuffers 16 \
    cp.arrival_ns 2.72 \
    grt.overflow.total 0 \
    chipArea_um2 7570 \
    avgViaCountPerCell 4.10 \
    holdPathStages 2 \
    hp-class "reg -> reg" \
    fin_skew_ns 0.000380 \
    yosys_register_bits 10 \
    grt_use_total 0.0493 \
    syn_area_um2 807 \
    finalCritPeriodShare 1.14 \
    pre_cts_slack_ns -1.28 \
    yosysChipArea_um2 807 \
    powerDensity_nw_per_um2 407 \
    numCtsBuffers 3 \
    clockPowerShare 0.333 \
    drv_cap 0 \
    seq_area_frac_synth 0.248 \
    grt_max_degree 10 \
    yosys_cells 90 \
    drt_wl_total_mm 1.80 \
    layout_setup_ws_ns -0.404 \
    drv_slew 0 \
    max_freq_ghz 0.303 \
    cts_sinks 10 \
    worst-path-max-fanout 3 \
    hold_viol 0 \
    tool_warnings 32 \
    grt_pass1_wl_mm 3.13 \
    gp_congestion 0.795 \
    antennaDiodeCount 0 \
]
[cell families (layout without fill, tap and decap cells)]
logic type,Yosys count,after routing
compound gates,23,23
fa+ha+maj,14,14
buf+inv,17,49
flops,10,10
simple gates,26,26
[stage by stage]
stage,util,area [um2],hold slack [ns],total power [mW],TNS [ns]
after floorplan,-,831,0.432,0.243,-0.150
after global placement,0.259,1130,0.451,0.326,-5.89
after detailed placement,0.259,1130,0.451,0.326,-5.93
after CTS,0.285,1240,0.460,0.513,-1.13
after global routing,0.287,1250,0.482,0.553,-1.36
final,0.287,1250,0.459,0.509,-0.961
[power by group through the flow]
stage | Sequential [mW] | Combinational, mW | Clock (mW)
global route | 0.155 | 0.213 | 0.185
CTS | 0.154 | 0.185 | 0.174
finish | 0.153 | 0.186 | 0.169
[cell usage in the layout (no fill, tap or decap), types with 3 or more instances in the layout]
cell             instances
buf_4                   14
clkdlybuf4s50_1         10
dfxtp_1                 10
inv_1                    9
nand2_1                  7
nor2_1                   5
ha_1                     5
clkbuf_8                 4
buf_2                    4
inv_2                    3
a211oi_1                 3
o21ai_0                  3
fa_2                     3
ha_4                     3
[worst paths after layout]
kind                                            from              endpoint  slack, ns
worst max-delay path                       select[1]             change[3]      -0.40
worst min-delay path                  u_fsm.state[2]        u_fsm.state[5]       0.46
worst max register to register  u_balance.balance[1]  u_balance.balance[3]       0.70
worst min register to register        u_fsm.state[2]        u_fsm.state[5]       0.46
[synth_stat cells (all sizes together), types with 2 or more instances]
| cell type | n | area, um2 |
|---|---|---|
| dfxtp | 10 | 200 |
| fa | 5 | 100 |
| a2111oi | 2 | 30.0 |
| o21ai | 6 | 30.0 |
| a211oi | 4 | 35.0 |
| o31ai | 3 | 22.5 |
| nand2 | 7 | 26.3 |
| or2 | 2 | 12.5 |
| a21oi | 2 | 10.0 |
| nor2 | 6 | 22.5 |
| o21bai | 2 | 18.8 |
| ha | 9 | 113 |
| inv | 13 | 48.8 |
| nand2b | 2 | 12.5 |
| nand3 | 2 | 10.0 |
| buf | 4 | 25.0 |
[critical path, stage by stage]
cell and delay [ns]:
buf_8 0.11, ha_4 0.15, nor2_4 0.09, o21ai_2 0.06, inv_1 0.06, ha_2 0.16, inv_2 0.04, fa_2 0.36
fa_2 0.34, inv_2 0.06, fa_2 0.42, o31ai_2 0.17, buf_2 0.12
[timing repair]
item	4_1_cts	5_1_grt
gates resized	39	4
endpoints found under the setup margin	7	4
pin swaps	9	8
cloned	0	0
buffers inserted	3	0
hold endpoints to repair	0	0
[per-layer routing]
layer	vias up	part of all wire	global-route usage
met2	19	0.44	0.0700
met3	0	0.11	0.0255
li1	371	-	-
met4	0	0	0.00589
met5	-	0	0
met1	323	0.46	0.0669
[cell type report]
cell class / instances / area (um2)
Clock buffer: 4 / 55.1
Sequential cell: 10 / 200
Tap cell: 52 / 65.1
Inverter: 13 / 51.3
Multi-Input combinational cell: 63 / 602
Timing Repair Buffer: 32 / 278
Fill cell: 445 / 3100
No activity file was given, so power comes from the tool's default toggle rates.
